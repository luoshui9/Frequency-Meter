===== flow/design.v =====
`timescale 1ns / 1ps
module clk_gen #(parameter N = 10)  
    (
    input clk_in,
    output reg clk_out
    );
    reg [ $clog2(N/2): 0] counter;
    reg [$clog2(N/2): 0] bound = N/2;
    initial begin
        clk_out = 0;
    end
    always @(posedge clk_in) begin
        counter <= counter + 1'd1;
        if(counter == bound) begin
            counter <= 0;
            clk_out <= ~clk_out;
        end
    end
endmodule

===== flow/run.sh =====
#!/bin/bash
# OpenROAD 26Q1-2900-gdf79404cd8, Yosys 0.63+post, stock flow scripts
make -C /OpenROAD-flow-scripts/flow DESIGN_CONFIG=/design/flow/config.mk WORK_HOME=/design/flow/orfs finish

===== flow/config.mk =====
export PLATFORM = sky130hd
export DESIGN_NAME = clk_gen
export DESIGN_NICKNAME = clk_gen
export VERILOG_FILES = /design/flow/design.v
export SDC_FILE = /design/flow/constraint.sdc
export NUM_CORES = 4
export LEC_CHECK = 1
export CORE_AREA = 10 10 70 70
export DIE_AREA = 0 0 80 80

===== flow/constraint.sdc =====
current_design clk_gen

set clk_period 1.7
set clk_io_pct 0.2

create_clock -name clk0 -period $clk_period [get_ports {clk_in}]

set non_clock_inputs [all_inputs -no_clocks]
set_input_delay [expr $clk_period * $clk_io_pct] -clock clk0 $non_clock_inputs
set_output_delay [expr $clk_period * $clk_io_pct] -clock clk0 [all_outputs]

==> results.toml <==
# generated from flow reports
[critical_path]
cp_num_buf_inv = 1
timing_worst_setup_path_type = "reg -> out"
critPathArrivalTime_ns = 1.04
critical_path_depth = 1
timing.critical_path.max_delay_family = "buffers and inverters"
critical_path.slowest_cell = "clkdlybuf4s50_1"
critical_path.endpoint_type = "output port"
start_kind = "register"
cp_max_fo = 2
cp_slowest_stage_delay_ns = 0.46
cp_data_required_time_ns = 1.36
cells_along_the_critical_path = "clkdlybuf4s50_1"
worst_r2r_startpoint = "counter[0]$_SDFF_PN0_"
worstSetupStartpoint = "clk_out$_DFFE_PN_"
worstRegToRegCells = 2

[logic_synthesis]
synthesis.area_um2 = 208
synth_cell_types = 12
ys_cells = 19
ys_area_um2 = 208
synth.yosys.seq_area_share = 0.530
syn_inst = 19
ys.warnings.count = 1
avgSynthCellArea_um2 = 10.9
numSynthFlops = 5

[placement]
globalplace.congestion = 0.660
dp.final_hpwl_um = 253
port_buffers = 1

[finish]
fraction_of_final_layout_cells_sized_beyond_drive_strength_1 = 0.167
register_area_um2 = 110
fin_util = 0.0883
num-fill-cells = 407
layout_top_cells = "4 x dfxtp_1, 3 x nor2_1, 3 x clkbuf_4"
area_delta_synth_final_pct = 45.2
most_frequent_logic_cell_in_the_layout = "dfxtp_1"
multi_input_comb_area_um2 = 90.1

[clocking]
cts_resized = 0
cts_made_buffers = 3
skew_pair_late_insertion_delay_ns = 0.24
post_cts_buffers = 0
htreeDepth = 1
clock_tree_from_tritoncts = "built"
cts_sinks = 5
clk_transition_reported_paths_ns = 0.04
cts-hold-fix-buffers = 0
cts.root.buffer_cell = "clkbuf_4"
cts.path.max_buffers = 2

[final_timing]
tightestPinTransition_ns = 0.139
period_needed_ns = 1.38
post-route-period-util = 0.814
slew-limit-headroom = 0.907
rsz_0062_raised_after_global_routing = "no"
setup_viol = 0
final_hold_viol_count = 0
fin_setup_tns_ns = 0
final_worst_clock_skew_ns = 0.00523
timing.final.max_slew_violations = 0
achievable-frequency_ghz = 0.723

[pwr]
pwr-share-comb = 0
total_switching_power_w = 0.0000477
power_switching_share = 0.185
power.leakage_nw = 0.106
pwr_density_cell_mw_per_mm2 = 853
power.ir.vdd_worst_mv = 0.125
sequential_share_of_power = 0.470
clock_power_share = 0.530
internal-power_w = 0.000210

[routing]
drt-wirelength-per-cell_um = 4.94
antennaDiodeCount = 0
firstDrtPassIters = 4
post_drt_via_cell_ratio = 1.97
num_vias = 138
dr.first_iter.drc_count = 10
antenna_violating_nets_post_route = 0
detail_route.wirelength_um = 346
remaining_drc_errors = 0

[outcome]
status = "completed"

[floorplan]
io_pins = 2
std_cell_rows = 21
dieArea_mm2 = 0.00640
floorplan.core_util = 0.0608
die_height_um = 80
die_width_um = 80
core_area_mm2 = 0.00342

[job]
stage_log_warnings = 26
timing.max_cap.violations = 0

[worst_hold_path]
hold_class = "reg -> reg"
hold-path-cell-count = 1
hold_start = "counter[0]$_SDFF_PN0_"

[global_route]
antenna_violations_before_repair = 0
gr-usage-all-layers = 0.0125
grt_overflow = 0
grt_pass1_wl_um = 552
via_count_of_the_first_global_routing_pass = 133
largest_net_degree_at_the_start_of_global_routing = 5
==> routing by layer <==
metal,wire length [µm],GRT usage
met4,0,0.00176
met3,80,0.0216
met2,117,0.0144
met1,148,0.0107
met5,0,0
==> cell type report <==
type / count / share of cell area
repair buffers: 1 / 0.0332
well taps: 46 / 0.191
flip-flops and latches: 5 / 0.365
multi-input cells: 12 / 0.299
clock buffers: 4 / 0.0871
inverters: 2 / 0.0249
==> final timing paths <==
kind / to / slack, ns
setup / recovery: clk_out / 0.32
hold / removal: counter[0]$_SDFF_PN0_ / 0.47
setup reg to reg: clk_out$_DFFE_PN_ / 0.60
hold reg to reg: counter[0]$_SDFF_PN0_ / 0.47
==> cells by family after synthesis <==
kind of cell | share of synthesized area
compound gates | 0.0241
fa+ha+maj | 0.120
buf+inv | 0.0362
flops | 0.530
mux | 0.0723
simple gates | 0.217
==> power groups by stage <==
stage	clock (W)	sequential, W	combinational [W]
after CTS	0.000142	0.000121	0.0000000000473
after global routing	0.000152	0.000121	0.0000000000473
final	0.000136	0.000121	0.0000000000473
==> cells in the mapped netlist <==
master / number / area (µm²)
dfxtp_1: 4 / 80.1
nand2b_1: 1 / 6.26
and3b_1: 1 / 8.76
nor2b_1: 1 / 6.26
nor2_1: 3 / 11.3
edfxtp_1: 1 / 30.0
o21ai_1: 1 / 5.00
ha_1: 2 / 25.0
inv_1: 2 / 7.51
mux2_4: 1 / 15.0
or2b_1: 1 / 7.51
nand3_1: 1 / 5.00
==> flip-flops by register name, summed over array words and instances (netlist names) <==
register  cells
clk_out       1
counter       4
==> metrics by stage <==
| step | worst slack, ns | cells | hold slack, ns | area (µm²) | power, W |
|---|---|---|---|---|---|
| finish | 0.316 | 70 | 0.466 | 302 | 0.000257 |
| global route | 0.257 | 70 | 0.529 | 302 | 0.000272 |
| CTS | 0.291 | 70 | 0.471 | 302 | 0.000263 |
| detailed placement | 0.558 | 66 | 0.462 | 275 | 0.000123 |
| global placement | 0.575 | 66 | 0.446 | 275 | 0.000123 |
| floorplan | 0.692 | 19 | 0.433 | 208 | 0.000123 |
Power is estimated from default activity; no workload was simulated.
