<file path="./run.sh">
#!/bin/bash
# OpenROAD 26Q1-2900-gdf79404cd8, Yosys 0.63+post, stock flow scripts
make -C /OpenROAD-flow-scripts/flow DESIGN_CONFIG=/design/flow/config.mk WORK_HOME=/design/flow/orfs finish
</file>
<file path="./config.mk">
export PLATFORM = sky130hd
export DESIGN_NAME = Accumulator_control_FSM
export DESIGN_NICKNAME = Accumulator_control_FSM
export VERILOG_FILES = /design/flow/design.v
export SDC_FILE = /design/flow/constraint.sdc
export NUM_CORES = 4
export LEC_CHECK = 1
export CORE_AREA = 10 10 70 70
export DIE_AREA = 0 0 80 80
</file>
<file path="./constraint.sdc">
current_design Accumulator_control_FSM

set clk_period 2.1
set clk_io_pct 0.2

create_clock -name clk0 -period $clk_period [get_ports {clk}]

set non_clock_inputs [all_inputs -no_clocks]
set_input_delay [expr $clk_period * $clk_io_pct] -clock clk0 $non_clock_inputs
set_output_delay [expr $clk_period * $clk_io_pct] -clock clk0 [all_outputs]
</file>
<file path="./design.v">
`timescale 1ns / 1ps
module Accumulator_control_FSM(
        input active,
        input clk,
        input reset_n,
        output reg [1:0]address_r,
        output reg load,
        output done
    );
        reg [3:0] state_reg, state_next;
    parameter s0 = 0, s1 = 1, s2 = 2, s3 =3,s4 = 4,s5=5,s6=6,s7=7,s8=8;
    always @(posedge clk, negedge reset_n)
    begin
        if (~reset_n)
            state_reg <= s0;
        else
            state_reg <= state_next;
    end
    always @(*)
    begin
        case(state_reg)
            s0: if (active) state_next = s1;
                else       state_next = s0;
            s1: state_next = s2; 
            s2: state_next = s3;
            s3: state_next = s4;
            s4: state_next = s5;
            s5: state_next = s6;
            s6: state_next = s7;
            s7: state_next = s8;
            s8: state_next = s0;
            default: state_next = s0;                
        endcase
    end
    always@(*) begin
        load = 0;
        address_r = 0;    
        if(state_reg == s1 | state_reg == s3 | state_reg == s5 | state_reg == s7 )
            load = 1;
        else
            load = 0;
        if((state_reg == s2) | (state_reg == s3))
            address_r = 1;   
        else if((state_reg == s4) | (state_reg == s5)) 
            address_r = 2;   
        else if((state_reg == s6) | (state_reg == s7)) 
            address_r = 3;   
        else
            address_r = 0;    
    end
    assign done = (state_reg == s8);
endmodule
</file>
==> results.txt <==
yosys + openroad results -> outcome=finished, final reports clean, Hold Path Class=register to register, Log Warnings=25, number of flip-flops in the largest register=9, post_cts resized=0, Synth warnings=1, Met1 Wirelength=282 µm, Post-synth EDFFs=0, Final setup viols=0, DRC=0, fin cells=74, P&R area growth vs syn=51.80%, CTS tree=yes, hold_buf cts=0, RSZ-0062 raised after global routing=false, Mapped Cells=18, Synth top area share=72.07%, CP startpoint kind=register, skew final=0.004924 ns, synthesized area per cell=15.43 µm², fp_density=8.132%, Leak Pwr=0.1937 nW, vias per inst=2.284, Worst setup EP type=output port, area leader, netlist=dfrtp_1, count leader, synth=dfrtp_1, DR WL met2=160 µm, # Cells Yosys=18, Insertion Delay late pin=0.26 ns, Max Cap Violations=0, routed len/inst=7.554 µm, biggest area cells=dfrtp_1 (72%), dfstp_2 (9.5%), nor2_1 (4.1%), # clock sinks=9, Root Buffer=clkbuf_4, yosys stat area=277.8 µm², router iterations before antenna repair=2, Post-synth top cells=dfrtp_1 (8), nor2_1 (3), core area=0.003416 mm², I/O pins=7, final RePlAce weighted congestion=0.7174, vias in the first global route=204, Worst-Margin Slew=0.3854 ns, crit path kind=register to output port, die area=0.006400 mm², row cnt=21, DIE HEIGHT=80 µm, Tmin final=2.006 ns, Relative slew margins=74.23%, Async SR Flop Fraction=100.0%, final tally of hold violations=0, Mapped Area=277.8 µm², Yosys cell types=9, Max Used Layer=met3, Routed Antenna Nets=0, Post-synth seq share=81.53%, CTS Buffer Depth=2, initial antenna violation count=0, crit path DRT=1.68 ns, die width=80 µm, final core occ=12.34%, H-Tree Depth=1, largest net degree at the start of global routing=10, IO Port Bufs=6, DR WL met3=117 µm, Vias=169, worst vdd ir=0.0001573 V, Flops after synth=9, PwrDens=731.1 mW/mm², Clk pin slew, worst setup/hold paths=0.06 ns, largest fanout on the critical path=4, Arrival @ worst endpoint=1.59 ns, drt initial violations=10, GRT Util Overall=2.146%, total CTS buffers=3, Fmax achieved=0.4984 GHz, cell count after placement=70, total grt overflow=0, post-CTS setup repair buffer count=0, ys flop type=dfrtp_1, final wirelength=559 µm, first-pass GRT wire length=993 µm, period utilization=95.53%, setup TNS=0 ns, Antenna diodes=0, max-slew violations=0, Filler Cell Count=399, layout cells sized above 1=14.29%
==> metal layers <==
metal,track usage [%],vias to the layer above
met3,2.727,0
met5,0,-
li1,-,80
met1,2.646,79
met4,0,0
met2,2.327,10
==> cell type report <==
type | instances | area (µm²) | share of cell area [%]
sequential | 9 | 226.5 | 53.71
tap | 46 | 57.56 | 13.65
clock buffer | 4 | 26.28 | 6.231
timing repair buffer | 6 | 60.06 | 14.24
inverter | 1 | 3.754 | 0.8902
multi-input combinational | 8 | 47.55 | 11.28
==> where the power goes <==
part	switching, W	internal, W
clock network	0.0000545	0.0000728
logic	0.00000393	0.00000341
registers	0	0.000174
total	0.0000584	0.000250
==> worst paths after layout <==
| kind | startpoint | endpoint | slack [ns] | depth (start not counted) |
|---|---|---|---|---|
| worst max-delay path | state_reg[6] | load | 0.09 | 2 |
| worst min-delay path | state_reg[3] | state_reg[7] | 0.37 | 0 |
| worst max register to register | state_reg[0] | state_reg[5] | 1.41 | 1 |
| worst min register to register | state_reg[3] | state_reg[7] | 0.37 | 0 |
| max in group asynchronous | reset_n | state_reg[0] | 1.33 | 1 |
| min in group asynchronous | reset_n | state_reg[7] | 0.45 | 1 |
==> layout by cell type (no fill, tap or decap), types with 3 or more instances in the layout <==
cell	netlist	final
clkbuf_4	0	3
clkdlybuf4s50_1	0	6
nor2_1	3	3
dfrtp_1	8	8
==> metrics by stage <==
step | worst slack (ns) | total power [W] | hold slack [ns] | cell area [µm²]
global placement | 0.3671 | 0.0001837 | 0.3639 | 395.4
floorplan | 0.8401 | 0.0001770 | 0.1244 | 277.8
detailed placement | 0.3572 | 0.0001842 | 0.3655 | 395.4
global route | 0.04857 | 0.0003282 | 0.3984 | 421.7
finish | 0.09377 | 0.0003083 | 0.3703 | 421.7
CTS | 0.07852 | 0.0003142 | 0.3733 | 421.7
==> logic make-up (layout without fill, tap and decap cells) <==
group                  Yosys count  in the layout  share of synthesized area (%)
AND-OR/OR-AND                    3              3                          8.111
flip-flops                       9              9                          81.53
AND/OR/NAND/NOR                  5              5                          9.011
buffers and inverters            1             11                          1.350
==> worst max-delay path, cell delays in order (launching register included) <==
cell and delay [ns]:
dfrtp_1 0.40, or4_1 0.51, clkdlybuf4s50_1 0.42
Power is estimated from default activity; no workload was simulated.
